[run.sh]
#!/bin/bash
# OpenROAD 26Q1-2900-gdf79404cd8, Yosys 0.63+post, stock flow scripts
make -C /OpenROAD-flow-scripts/flow DESIGN_CONFIG=/design/flow/config.mk WORK_HOME=/design/flow/orfs finish
[config.mk]
export PLATFORM = sky130hd
export DESIGN_NAME = sequence_detector_2
export DESIGN_NICKNAME = sequence_detector_2
export VERILOG_FILES = /design/flow/design.v
export SDC_FILE = /design/flow/constraint.sdc
export NUM_CORES = 4
export LEC_CHECK = 1
export CORE_AREA = 10 10 70 70
export DIE_AREA = 0 0 80 80
[constraint.sdc]
current_design sequence_detector_2

set clk_period 1.3
set clk_io_pct 0.2

create_clock -name clk0 -period $clk_period [get_ports {clk}]

set non_clock_inputs [all_inputs -no_clocks]
set_input_delay [expr $clk_period * $clk_io_pct] -clock clk0 $non_clock_inputs
set_output_delay [expr $clk_period * $clk_io_pct] -clock clk0 [all_outputs]
[design.v]
module sequence_detector_2(
  input wire w, clk, reset,
  output reg z
);
  localparam [2:0] s0 = 3'b000,  
                   s1 = 3'b001,  
                   s2 = 3'b010,  
                   s3 = 3'b011,  
                   s4 = 3'b100;  
  reg [2:0] state_reg, state_next;
  always @(posedge clk)
    if (reset) begin
      state_reg <= s0;
    end 
    else 
      state_reg <= state_next;
  always @*
    case(state_reg)
      s0: begin 
       if(w)
         state_next = s1;
       else 
         state_next = state_reg;
      end
      s1: 
      begin 
      if(w)
        state_next = state_reg;
      else
        state_next = s2;
      end
      s2:
      begin 
      if (w) 
        state_next = s4;
      else
        state_next = s3;
      end 
      s3:
      begin
        if (w)
          state_next = s4;
        else 
          state_next = s0;
      end 
      s4:
      begin 
        if(w) begin 
          state_next = s1;
        end 
        else begin 
          state_next = s2;
        end 
      end 
    endcase
  assign z = (state_reg == s4) ? 1 : 0;
endmodule
==> out/metrics.yaml <==
tightestPinTransition_ns: 0.2025
grt_start_max_net_pins: 8
path_max_fanout: 2
diodes: 0
grt_pass1_vias: 201
cp_slowest_stage_delay_ns: 0.31
track_usage: 0.01439
drt_iter0_markers: 21
grt_overflow: 0
drive_gt1_frac: 0.2258
cts_root_buf: "clkbuf_4"
crit_family: "flip-flops"
drc: 0
setup_viol: 0
p_per_area_nw_per_um2: 780.3
path_class: "register to output port"
status: "complete, no violations"
yosys-stat-cells: 22
cts_resized: 2
grt_pass1_wl_um: 779
cts_tree: "built"
unclocked_regs: 3
worstSetupStartpointType: "register"
dp.cells: 73
critPathCaptureType: "output port"
num_vias: 172
io_buffers: 3
yosys_area_um2: 221.5
yosysWarnings: 2
leakage_uw: 0.0001406
worstPathBufferInverterCount: 1
core_area_um2: 3416
cts_inserted_buffers: 3
syn_area_um2: 221.5
hold_ws_ns: 0.6242
post-cts-setup-buffer-count: 0
syn_inst: 22
dr.pass1.iters: 2
relSlewSlack: 0.8646
lay_top_cells: "nor2b_1, clkbuf_4, buf_4, dlxtn_1, dfxtp_1"
final_util: 0.1026
untimed_endpoints: 3
min_period_ns: 1.171
fp.dieH_um: 80
drv_slew: 0
rsz0062_at_grt: "false"
die_area_um2: 6400
drtAntennaViolNets: 0
peakVddDrop_mv: 0.08176
clk_path_buf_depth: 2
rows: 21
drv_cap: 0
lay_top_count: "nor2b_1"
ys.flops: 6
drt-total-wl_um: 453
synth.avg_cell_area_um2: 10.07
fin_crit_sh: 0.9005
fin_tns_setup_ns: 0
arrival_ns: 0.91
initCoreUtil: 0.06484
hold_viol_final: 0
cts_hold_buf: 0
ioPinCount: 4
h-tree-depth: 1
clk_pin_slew_worst_paths_ns: 0.04
final_cells: 77
place_congestion: 0.7345
antenna_found_initial: 0
syn2layout_area_growth_pct: 58.19
max_freq_mhz: 854.2
critical_path_required_ns: 1.04
crit_chain: "nor3b_2 > dlygate4sd2_1"
via_per_inst: 2.234
hold_path_class: "input pin to register"
netlist-cell-type-count: 14
cp_slowest_cell: "dfxtp_1"
fp.dieW_um: 80
warning_count: 25
drt-wirelength-per-cell_um: 5.883
==> routing by layer <==
metal  GRT usage  share of wire  vias to the layer above
met4    0.007042              0                        0
met3    0.009091           0.15                        0
met5           0              0                        -
met2     0.01846           0.38                        4
li1            -              -                       94
met1     0.01807           0.47                       74
==> worst paths after layout <==
| path | startpoint | endpoint | slack (ns) | cells past startpoint |
|---|---|---|---|---|
| worst max-delay path | state_reg[0]$_SDFF_PP0_ | z | 0.13 | 2 |
| worst min-delay path | reset | state_reg[1]$_SDFF_PP0_ | 0.62 | 2 |
==> area by class of cell <==
| cell class | instances | area [um^2] |
|---|---|---|
| fill | 406 | 3065 |
| clock buffer | 4 | 26.28 |
| multi-input combinational | 15 | 110.1 |
| tap | 46 | 57.56 |
| sequential | 6 | 105.1 |
| timing repair buffer | 6 | 51.30 |
==> kinds of logic (layout without fill, tap and decap cells) <==
group           Yosys count  count (layout)  share of synthesized area
compound gates            4               4                     0.1300
xor+xnor                  2               2                    0.07911
flops                     3               3                     0.2712
latches                   3               3                     0.2034
buf+inv                   1              10                    0.05084
simple gates              9               9                     0.2655
==> synthesized netlist by cell type <==
cell type / number / area, um^2
buf_6: 1 / 11.26
nand3_1: 1 / 5.000
nor3b_1: 1 / 7.510
a211oi_1: 1 / 7.510
o21ai_0: 1 / 5.000
xor2_1: 2 / 17.52
dlxtn_1: 3 / 45.04
o21a_1: 1 / 7.510
a22o_1: 1 / 8.760
or4b_1: 1 / 10.01
nor3_1: 1 / 5.000
nor2b_1: 4 / 25.02
nand2b_1: 1 / 6.260
dfxtp_1: 3 / 60.06
==> stage by stage <==
stage	power (uW)	setup WS, ns	instance area [um^2]
6_report	273.4	0.1293	350.3
5_1_grt	283.8	0.08796	350.3
4_1_cts	284.4	0.1097	350.3
3_5_place_dp	113.7	0.06440	320.3
3_3_place_gp	112.6	0.07964	320.3
2_1_floorplan	102.1	0.5220	221.5
==> where the power goes <==
| group | switching [uW] | internal (uW) | total (uW) |
|---|---|---|---|
| clock | 46.0 | 115 | 161 |
| sequential | 0.788 | 94.5 | 95.3 |
| combinational | 7.49 | 9.73 | 17.2 |
No activity file was given, so power comes from the tool's default toggle rates.
