$ cat design.v
module counter_to_10 (
  input clk, reset, d,
  output reg [3:0] q,
  output reg c
);
  always @(posedge clk, posedge reset) begin
    if (reset) begin
      q <= 4'b0000;
      c <= 1'b0;
    end
    else begin
      if (d) begin  
        if (q == 4'b0000) begin
          q <= 4'b1001;
          c <= 1'b1;
        end
        else begin
          q <= q - 1;
          c <= 1'b0;
        end
      end
      else begin  
        if (q == 4'b1001) begin
          q <= 4'b0000;
          c <= 1'b1;
        end
        else begin
          q <= q + 1;
          c <= 1'b0;
        end
      end
    end
  end
endmodule
module counter_to_100(
  input wire clk, d, reset,
  output wire [3:0] q0, q1,
  output wire c
);
  wire c0,c1;
counter_to_10 uut1(.clk(clk),.d(d),.reset(reset),.q(q0),.c(c0));
counter_to_10 uut2(.clk(c0),.d(d),.reset(reset),.q(q1),.c(c1));
  assign c=c0&c1;
endmodule
$ cat run.sh
#!/bin/bash
# OpenROAD 26Q1-2900-gdf79404cd8, Yosys 0.63+post, stock flow scripts
make -C /OpenROAD-flow-scripts/flow DESIGN_CONFIG=/design/flow/config.mk WORK_HOME=/design/flow/orfs finish
$ cat config.mk
export PLATFORM = sky130hd
export DESIGN_NAME = counter_to_100
export DESIGN_NICKNAME = counter_to_100
export VERILOG_FILES = /design/flow/design.v
export SDC_FILE = /design/flow/constraint.sdc
export NUM_CORES = 4
export LEC_CHECK = 1
export CORE_AREA = 10 10 84 84
export DIE_AREA = 0 0 94 94
$ cat constraint.sdc
current_design counter_to_100

set clk_period 2.6
set clk_io_pct 0.2

create_clock -name clk0 -period $clk_period [get_ports {clk}]

set non_clock_inputs [all_inputs -no_clocks]
set_input_delay [expr $clk_period * $clk_io_pct] -clock clk0 $non_clock_inputs
set_output_delay [expr $clk_period * $clk_io_pct] -clock clk0 [all_outputs]
==> results.yml <==
# yosys + openroad results
clock_tree:
  h-tree-depth: 1
  cts-root-buf: "clkbuf_8"
  clock_latency_ps: 220
  cts_buffers: 3
  post_cts_buffers: 0
  ctsResizeCount: 0
  cts_tree: "yes"
  cts_hold_buf: 0
  clk_pin_slew_ps: 30
  clockBufferDepth: 2
setup_path:
  r2r_start: "uut1.q[0]$_DFF_PP0_"
  startpoint_type: "register"
  crit_chain: "clkdlybuf4s50_1"
  reg2reg_depth: 2
  slowest_stage: "clkdlybuf4s50_1"
  critPathMaxStageDelay_ps: 570
  worstPathArrival_ps: 1340
  worst-path-buf-inv: 1
  rr_endpoint: "uut1.q[3]$_DFF_PP0_"
  criticalPathCategory: "reg2out"
  cp.depth: 1
  reg2reg_slack_ps: 1340
  path_delay_family: "buffers and inverters"
  endpoint_kind: "primary output"
  crit_fanout: 13
  worstPathRequired_ps: 2080
yosys:
  yosysTopAreaCell: "dfrtp_1"
  ys_seq_share_pct: 41.4
  yosysUniqueCellTypes: 32
  edf_count: 0
  ys_async_sr_fraction_pct: 100
  synthesis.area_um2: 604
  ys_ff: 10
  top_cell: "dfrtp_1"
  synth.top_cell.area_share_pct: 41.4
  topCellsByArea: "dfrtp_1 41%, xor2_1 5.8%, o21ai_0 4.1%, a21oi_1 3.3%, buf_2 3.3%"
  ys_top_cells_by_count: "10 x dfrtp_1, 5 x o21ai_0, 4 x a21oi_1, 4 x buf_2, 4 x xor2_1"
  synth.avg_cell_area_um2: 9.16
  synth_chip_area_um2: 604
  ys_warn_count: 1
  synthCells: 66
  synthFlopType: "dfrtp_1"
  yosysCellCount: 66
sta:
  rsz0062_at_grt: "no"
  period_needed_ps: 1860
  finalHoldViolations: 0
  untimed_endpoints: 9
  fin_tns_setup_ps: 0
  unclocked_pins: 5
  tightest_slew_ps: 381
  relSlewSlack_pct: 74.6
  finalSetupViolations: 0
  max_freq_mhz: 539
  finalClockPeriodUsage_pct: 71.4
  layout_setup_ws_ps: 743
  worst_clock_skew_ps: 0.241
  drv_slew: 0
drt:
  drtIter0Drc: 35
  antenna_left: 0
  drt_pre_antenna_iters: 4
  antennaDiodeCount: 0
  viasPerCell: 3.44
  drc: 0
  wl_per_cell_um: 9.51
  vias: 499
  drt_wl_total_um: 1380
grt:
  gr-total-overflow: 0
  antenna_found_initial: 0
  grtUsageTotal_pct: 3.25
  grt_max_degree: 16
  grt_pass1_vias: 516
  grt_pass1_wl_um: 2430
pwr:
  powerDensity_nw_per_um2: 645
  p_leak_uw: 0.000335
  vdd_drop_max_uv: 210
floorplanning:
  num_rows: 26
  ios: 12
  initial_core_util_pct: 11.6
  die_w_um: 94
  die-area_um2: 8840
  core_area_um2: 5200
  die_h_um: 94
flow_run:
  tool_warnings: 25
  maxCapViolCount: 0
outcome:
  status: "finished, final reports clean"
cells_and_area:
  seq_area_um2: 250
  nFillCells: 603
  comb_area_um2: 308
  area_delta_synth_final_pct: 36.2
  drive_above_1_share_pct: 6.67
placed_design:
  port_buffers: 11
  hpwlAfterDp_um: 1010
  place_ws_ps: 813
  gp_congestion: 0.749
min_path:
  min_path_type: "in2async"
[cells in the final DEF (no fill, tap or decap), drive strengths merged, types with 2 or more instances in the layout]
master         count
clkbuf             4
dfrtp             10
nor3b              2
mux2i              2
o21ai              5
xor2               4
nor2               3
o221ai             2
a21oi              4
inv                4
and2               2
nand2              3
a221oi             2
clkdlybuf4s50     11
[worst max path at each step]
| stage | from | to | slack, ps |
|---|---|---|---|
| CTS | uut1.q[0]$_DFF_PP0_ | q0[0] | 720 |
| global route | uut1.q[0]$_DFF_PP0_ | q0[0] | 670 |
| finish | uut1.q[0]$_DFF_PP0_ | q0[0] | 740 |
[power breakdown]
part / internal (uW) / switching [uW]
clock network: 105 / 35.3
logic: 120 / 56.7
registers: 128 / 86.2
total: 353 / 178
[logic make-up (layout without fill, tap and decap cells)]
| logic type | count (synthesis) | count (layout) | synth area share, % |
|---|---|---|---|
| AND/OR/NAND/NOR | 19 | 19 | 19.5 |
| multiplexers | 2 | 2 | 3.31 |
| XOR/XNOR | 4 | 4 | 5.80 |
| flip-flops | 10 | 10 | 41.4 |
| AND-OR/OR-AND | 20 | 20 | 22.4 |
| buffers and inverters | 11 | 20 | 7.66 |
[stage by stage]
stage / instances / util [%] / area [um2] / hold slack (ps) / total power, uW
finish: 145 / 15.8 / 823 / 587 / 531
global route: 145 / 15.8 / 823 / 632 / 584
detailed placement: 141 / 15.0 / 778 / 663 / 397
floorplan: 66 / - / 604 / 360 / 305
CTS: 145 / 15.8 / 823 / 606 / 542
global placement: 141 / 15.0 / 778 / 659 / 394
[flip-flops by register name, summed over array words and instances, names as in the netlist]
| signal | count |
|---|---|
| uut1.c | 1 |
| uut1.q | 4 |
| uut2.c | 1 |
| uut2.q | 4 |
[routing by layer]
layer | up-vias | share of wire [%] | global-route usage [%]
met2 | 7 | 50 | 5.65
met1 | 236 | 42 | 3.98
met5 | - | 0 | 0
li1 | 254 | - | -
met3 | 2 | 4.4 | 0.404
met4 | 0 | 3.4 | 1.27
[area by class of cell]
cell class                 instances  area share (%)
clock buffer                       4            5.47
inverter                           4            1.82
multi-input combinational         45            37.4
sequential                        10            30.4
tap                               70            10.6
timing repair buffer              12            14.3
Power and IR drop assume default switching activity.
