--- ./constraint.sdc ---
current_design fsm_eg_2_seg

set clk_period 1.2
set clk_io_pct 0.2

create_clock -name clk0 -period $clk_period [get_ports {clk}]

set non_clock_inputs [all_inputs -no_clocks]
set_input_delay [expr $clk_period * $clk_io_pct] -clock clk0 $non_clock_inputs
set_output_delay [expr $clk_period * $clk_io_pct] -clock clk0 [all_outputs]
--- ./run.sh ---
#!/bin/bash
# OpenROAD 26Q1-2900-gdf79404cd8, Yosys 0.63+post, stock flow scripts
make -C /OpenROAD-flow-scripts/flow DESIGN_CONFIG=/design/flow/config.mk WORK_HOME=/design/flow/orfs finish
--- ./config.mk ---
export PLATFORM = sky130hd
export DESIGN_NAME = fsm_eg_2_seg
export DESIGN_NICKNAME = fsm_eg_2_seg
export VERILOG_FILES = /design/flow/design.v
export SDC_FILE = /design/flow/constraint.sdc
export NUM_CORES = 4
export LEC_CHECK = 1
export CORE_AREA = 10 10 70 70
export DIE_AREA = 0 0 80 80
--- ./design.v ---
module fsm_eg_2_seg
   ( 
    input wire clk,reset,
    input wire a ,b, 
    output reg y0,y1
   );
   localparam [1:0] s0=2'b00,
		    s1=2'b01,
		    s2=2'b10;
   reg [1:0] state_reg, state_next;
   always @(posedge clk, posedge reset)
      if (reset)
	state_reg <= s0;
      else
	state_reg <= state_next;
   always @* 
     case (state_reg)
	s0: if(a) 
	      if (b)
	         state_next = s2;
	      else
		state_next = s1;
	     else
		state_next = s0;
	s1: if (a)
	      state_next = s0;
	    else
	       state_next = s1;
	s2: state_next = s0;
	default: state_next = s0;
      endcase
   assign y1 = (state_reg==s0) || (state_reg==s1) ;
   assign y0= (state_reg==s0) & a & b ;
endmodule
 `timescale 1 ns/10 ps
module tb_fsm_eg_2_seg_tb ();
	localparam T=20;  
	reg clk, reset;
	reg a, b;
	wire y0, y1;
	fsm_eg_2_seg dut (.clk(clk), 
	.reset(reset), .a(a), .b(b), 
	.y0(y0), .y1(y1));
	always
	begin
		clk = 1'b1;
		#(T/2);
		clk = 1'b0;
		#(T/2);
	end
	initial 
	begin
		reset = 1'b1;
		#(T); #(T/2);
		reset = 1'b0;
	end
	initial
	begin
		#(T/2);
		a = 1'b0;
		b = 1'b1;
		#(4*T);
		a = 1'b1;
		#(2*T);
		a = 1'b1;
		b = 1'b0;
		#(1*T);
		a = 1'b0;
		#(3*T);
		a = 1'b1;
		#(2*T);
	end
endmodule
==> metrics.yaml <==
yosys:
  yosysWarningCount: 3
  ys_seq_share_pct: 58.7
  top_area_cell: "dfrtp_1"
  synth.ff_latch_count: 3
  top_area_share_pct: 38.5
  avgSynthCellArea_um2: 10.8
  ff_type: "dfrtp_1"
  ys_area_um2: 130
  netlist_area_um2: 130
  syn_inst: 12
  yosysCellCount: 12
  async_flop_share_pct: 100
  common_cells: "and3_2 (2), dfrtp_1 (2), inv_1 (2)"
  synth.distinct_cells: 9
  synthTopCellsByArea: "dfrtp_1 (38%), dfstp_2 (20%), and3_2 (12%), a211o_1 (6.7%), inv_1 (5.8%)"
  edf_count: 0
placement:
  gp_congestion: 0.642
  pre_cts_slack_ns: -0.464
  portBuffers: 5
  dp_cells: 65
floorplan:
  die_area_um2: 6400
  initCoreUtil_pct: 3.81
  die_h_um: 80
  coreArea_um2: 3420
  die_w_um: 80
  pin_count: 6
  row_count: 21
finish:
  final-comb-area_um2: 50.0
  drive_gt1_share_pct: 50.0
  area.growth.synth_to_final_pct: 120
  n_fill_cell: 415
  largest_reg_flops: 3
  post-route-util_pct: 8.39
  fin_cells: 70
  seq_area_um2: 76.3
timing:
  relSlewSlack_pct: 91.0
  fmax_mhz: 788
  worst_slew_pin_slew_ns: 0.135
  drv_slew: 0
  finalClockPeriodUsage_pct: 106
  period_needed_ns: 1.27
  fin_skew_ns: 0.0000186
  hold_viol: 0
  setup_viol: 2
  hold_ws_ns: 0.180
  rsz0062_at_grt: "yes"
  layout_setup_ws_ns: -0.0685
route:
  vias: 126
  viasPerCell: 1.80
  wl_per_cell_um: 5.96
  antenna_cells: 0
  routed_wl_um: 417
  firstDrtPassIters: 1
  first_iter_violations: 0
  ant_nets: 0
  drc: 0
power_and_ir_drop:
  leakage_nw: 0.127
  power_density_nw_per_um2: 1360
  vdd_drop_max_mv: 0.723
global_route:
  grt_start_max_net_pins: 6
  grt_pass1_vias: 141
  track_usage_pct: 1.53
  grt.overflow.total: 0
  antenna_found_initial: 0
  grt_pass1_wl_um: 703
critical_path:
  end_kind: "primary output"
  rrSetupSlack_ns: 0.28
  max_stage_delay_ns: 0.53
  path_buffers: 1
  crit_family: "flip-flops"
  required_ns: 0.96
  path_class: "flop to primary output"
  start_kind: "flop"
  crit_fanout: 3
  worstPathCellList: "and3_4 -> buf_6"
  slowest_stage: "dfstp_2"
  crit_arrival_ns: 1.03
job:
  max_cap_viol_count: 0
  warning_count: 27
cts:
  cts_buffer_depth: 2
  clk_pin_slew_ns: 0.04
  insertion_delay_ns: 0.23
  clock-sinks: 3
  numCtsBuffers: 3
  htreeDepth: 1
  cts_root_buf: "clkbuf_4"
  cts_tree: "built"
  hold_buffers: 0
outcome:
  status: "finished with violations"
  failed_checks: "negative setup slack"
worst_hold_path:
  min_path_type: "input port to asynchronous set/reset pin"
[metrics by stage]
step                      setup TNS (ns)  cell area [um2]  power, mW
after global placement            -0.605              253      0.209
after detailed placement          -0.635              253      0.211
final                             -0.113              287      0.391
after CTS                         -0.138              287      0.402
after floorplan                        0              130      0.155
after global routing              -0.198              287      0.428
[cells in the final DEF (no fill, tap or decap)]
master and instances:
and3_2 1, buf_4 3, or2_2 1, and3_4 1
nor2b_1 1, buf_6 1, inv_1 2, dfstp_2 1
clkbuf_4 3, nand2_1 1, a211o_1 1, buf_2 1
o22ai_1 1, clkbuf_1 1, dfrtp_1 2, clkdlybuf4s50_1 3
[worst register-to-register path: stages, from the launching register on]
cell and delay [ns]:
dfstp_2 0.53, buf_4 0.12, nor2b_1 0.12, a211o_1 0.10
[worst paths after layout]
kind / depth (start not counted) / end / from
worst max-delay path: 2 / y0 / state_reg[0]$_DFF_PP1_
worst min-delay path: 2 / state_reg[2]$_DFF_PP0_ / reset
worst max register to register: 3 / state_reg[0]$_DFF_PP1_ / state_reg[0]$_DFF_PP1_
worst min register to register: 1 / state_reg[0]$_DFF_PP1_ / state_reg[1]$_DFF_PP0_
max in group asynchronous: 2 / state_reg[0]$_DFF_PP1_ / reset
min in group clk0: 1 / state_reg[0]$_DFF_PP1_ / state_reg[1]$_DFF_PP0_
[area by class of cell]
class | instances | share of cell area (%)
Clock buffer | 4 | 9.17
Inverter | 2 | 2.62
Multi-Input combinational cell | 7 | 17.5
Sequential cell | 3 | 26.6
Tap cell | 46 | 20.1
Timing Repair Buffer | 8 | 24.0
[cells by family after synthesis]
group,share of synthesized area (%)
flops,58.7
buf+inv,5.77
compound gates,11.5
simple gates,24.0
[metal layers]
metal	wire [um]	part of all wire [%]	track usage (%)	vias up
met5	0	0	0	-
met4	0	0	0.176	0
met3	47	11	1.59	0
met2	143	34	1.61	7
met1	226	54	2.07	56
li1	-	-	-	63
[where the power goes]
part           leakage [nW]  internal (mW)  switching [mW]
clock                0.0150          0.125          0.0529
combinational        0.0738         0.0554          0.0288
sequential           0.0379          0.121         0.00847
[repair_timing]
item / CTS / global route
setup endpoints to repair: 2 / 2
resized: 9 / 0
cloned: 0 / 0
buffers inserted: 1 / 0
Power and IR drop assume default switching activity.
